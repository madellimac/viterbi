==> flow/design.v <==
`timescale 1ns / 1ps
module branch_metric_unit
    #(
        parameter QB = 3
    )
    (
    input  logic           rst,
    input  logic           clk,
    input  logic           enable,
    input  logic [QB-1 : 0] y1,
    input  logic [QB-1 : 0] y2,
    output logic [QB   : 0] MB00,
    output logic [QB   : 0] MB01,
    output logic [QB   : 0] MB10,
    output logic [QB   : 0] MB11
    );
    localparam max = 4'd7;
    always_ff @(posedge clk, posedge rst)
    begin
        if(rst)
            MB00 <= '0;
        else if (enable)
            MB00 <= {'0, y1} + {'0, y2};
    end
    always_ff @(posedge clk, posedge rst)
    begin
        if(rst)
            MB01 <= '0;
        else if (enable)
            MB01 <= {'0, y1} + (max - {'0, y2});
    end
    always_ff @(posedge clk, posedge rst)
    begin
        if(rst)
            MB10 <= '0;
        else if (enable)
            MB10 <= {'0, (max - y1)} + {'0, y2};
       end
    always_ff @(posedge clk, posedge rst)
    begin
        if(rst)
            MB11 <= '0;
        else if (enable)
            MB11 <= {'0, (max - y1)} + {'0, (max - y2)};
    end       
endmodule
==> flow/run.sh <==
#!/bin/bash
# OpenROAD 26Q1-2900-gdf79404cd8, Yosys 0.63+post, stock flow scripts
make -C /OpenROAD-flow-scripts/flow DESIGN_CONFIG=/design/flow/config.mk WORK_HOME=/design/flow/orfs finish
==> flow/config.mk <==
export PLATFORM = sky130hd
export DESIGN_NAME = branch_metric_unit
export DESIGN_NICKNAME = branch_metric_unit
export VERILOG_FILES = /design/flow/design.v
export SDC_FILE = /design/flow/constraint.sdc
export NUM_CORES = 4
export LEC_CHECK = 1
export CORE_AREA = 10 10 77 77
export DIE_AREA = 0 0 87 87
export SYNTH_HDL_FRONTEND = slang
==> flow/constraint.sdc <==
current_design branch_metric_unit

set clk_period 1.5
set clk_io_pct 0.2

create_clock -name clk0 -period $clk_period [get_ports {clk}]

set non_clock_inputs [all_inputs -no_clocks]
set_input_delay [expr $clk_period * $clk_io_pct] -clock clk0 $non_clock_inputs
set_output_delay [expr $clk_period * $clk_io_pct] -clock clk0 [all_outputs]
==> flow_summary.yaml <==
# synthesis and place-and-route metrics
run_status:
  outcome: "finished, final reports clean"
synth:
  synth_area_um2: 907
  ys.flop_type: "dfrtp_1"
  ys_warn_count: 0
  synth-edff-count: 0
  postSynthCellCount: 79
  synth_cell_types: 15
  ys_cells: 79
  syn_area_per_cell_um2: 11.5
  ys_ff: 14
  ys_seq_share: 0.386
  yosys_area_um2: 907
  async_reset_ff_frac: 1.00
clocking:
  clk_latency_ns: 0.24
  cts_tree: "done"
  numCtsBuffers: 3
  cts.path.max_buffers: 2
  path_clk_slew_ns: 0.05
  cts_sinks: 14
  h-tree-depth: 1
  cts-root-buf: "clkbuf_8"
global_route:
  grt_usage: 0.0543
  grt_pass1_vias: 740
  antenna_found_initial: 0
  grt_pass1_wl_um: 3370
  gr-total-overflow: 0
  grt_start_max_net_pins: 15
setup_path:
  r2r_start: "MB00[0]$_DFFE_PP0P_"
  cp-start-kind: "input pin"
  slowest_stage: "fa_1"
  r2r-end: "MB00[0]$_DFFE_PP0P_"
  crit_required_ns: 1.62
  crit_path_max_fanout: 3
  cp-end-kind: "flop"
  crit_chain: "clkdlybuf4s15_1 > ha_2 > inv_1 > fa_1 > xnor2_1 > mux2_2"
  crit_family: "adder cells"
  r2r_setup_slack_ns: 0.74
  critPathBufInv: 2
  reg2reg_depth: 1
  max_stage_delay_ns: 0.38
  cp.arrival_ns: 1.55
  crit_type: "in -> reg"
placement:
  place.gp.congestion: 0.817
  io_buffers: 24
  hpwl_um: 1620
final_timing:
  tightestPinTransition_ns: 0.369
  setup_viol: 0
  drv_slew: 0
  fin_crit_sh: 0.950
  fin_skew_ns: 0
  grt_setup_unrepaired: "false"
  setup_tns_ns: 0
  timing.hold.ws_ns: 0.355
  max_slew_margin: 0.754
  hold_viol: 0
  max_freq_mhz: 702
  period_needed_ns: 1.42
pwr:
  powerDensity_mw_per_mm2: 864
  vdd_drop_max_uv: 375
  power_mw: 1.13
  leakagePower_nw: 0.604
detailed_routing:
  drtAntennaViolNets: 0
  dr_total_vias: 663
  drt_iter0_markers: 19
  firstDrtPassIters: 3
  antennaDiodeCount: 0
  routedWlPerCell_um: 11.8
  drc: 0
  viasPerCell: 4.04
  drt_wl_total_um: 1940
finish:
  drive_gt1_frac: 0.286
  nFillCells: 438
  syn_to_final_growth_pct: 44.3
hold_path:
  min_path_type: "in -> async"
floorplan:
  initial_core_util: 0.208
  num_rows: 24
  boundaryPins: 25
  die-area_mm2: 0.00757
  core_mm2: 0.00435
  die_h_um: 87
  die_x_um: 87
run:
  drv_cap: 0
  log.warning_count: 34
## layout by cell type (no fill, tap or decap)
master           count
a21o_1               2
a21oi_1              5
a31oi_1              2
buf_4               11
clkbuf_2             1
clkbuf_8             3
clkdlybuf4s15_1      1
clkdlybuf4s50_1     20
dfrtp_1             14
dlygate4sd2_1        2
fa_1                 1
fa_2                 3
ha_1                 9
ha_2                 2
ha_4                 1
inv_1                9
inv_2                4
mux2_2               7
mux2i_1              2
nor2_1               5
nor2b_1              2
o21bai_1             2
xnor2_1              4
## cell type report
class                           count  area [um^2]  area share
Inverter                           13         48.8      0.0373
Timing Repair Buffer               35          315       0.241
Sequential cell                    14          350       0.268
Clock buffer                        3         41.3      0.0315
Tap cell                           52         65.1      0.0497
Multi-Input combinational cell     47          488       0.373
## tightest hold or removal path, cell delays in order
cell             delay [ns]
clkdlybuf4s50_1        0.39
inv_1                  0.05
buf_4                  0.21
## report_power, final
group	leakage, nW	switching (mW)	internal, mW	total (mW)
registers	0.162	0.0358	0.444	0.480
clock network	0.0216	0.116	0.177	0.293
logic	0.420	0.113	0.245	0.358
## per-stage QoR
stage	setup slack (ns)	std cells	instance area, um^2	utilization
3_5_place_dp	-0.527	161	1250	0.287
2_1_floorplan	0.0851	79	907	-
5_1_grt	0.00879	164	1310	0.301
4_1_cts	0.0263	164	1310	0.301
3_3_place_gp	-0.516	161	1250	0.287
6_report	0.0755	164	1310	0.301
## cell usage after synthesis (all sizes together), types with 4 or more instances
master / instances / area, um^2
a21oi: 5 / 25.0
ha: 12 / 150
mux2: 7 / 78.8
buf: 5 / 45.0
inv: 13 / 48.8
dfrtp: 14 / 350
fa: 4 / 80.1
xnor2: 4 / 35.0
nor2: 5 / 18.8
## how the worst max path moves through the flow
stage	from	to	slack [ns]	depth (start not counted)
global route	y1[0]	MB00[2]$_DFFE_PP0P_	0.009	6
finish	y1[0]	MB00[2]$_DFFE_PP0P_	0.08	6
CTS	y1[0]	MB00[2]$_DFFE_PP0P_	0.03	6
## flip-flops by register name (all words and copies together) (netlist names)
register	count
MB00	4
MB01	3
MB10	4
MB11	3
## layer usage
metal	share of wire	GRT usage	vias to the layer above
li1	-	-	316
met1	0.42	0.0664	330
met2	0.50	0.0886	15
met3	0.077	0.0236	2
met4	0.0051	0.00736	0
met5	0	0	-
## kinds of logic (layout without fill, tap and decap cells)
family,after synthesis,count (layout),share of synthesized area
AND-OR/OR-AND,11,11,0.0745
XOR/XNOR,4,4,0.0386
adder cells (fa/ha/maj),16,16,0.254
buffers and inverters,18,51,0.103
flip-flops,14,14,0.386
multiplexers,9,9,0.109
AND/OR/NAND/NOR,7,7,0.0345
## what timing repair did
action	4_1_cts	5_1_grt
setup endpoints to repair	10	3
pin swaps	0	1
cloned	0	0
setup buffers	0	0
resized	14	4
hold buffers	0	0
Power is estimated from default activity; no workload was simulated.
