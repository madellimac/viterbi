==> flow/design.v <==
`timescale 1ns / 1ps
module ACS(
    input  logic       rst,
    input  logic       clk,
    input  logic       enable,
    input  logic [3:0] MB0,
    input  logic [3:0] MB1,
    input  logic [6:0] MN0,
    input  logic [6:0] MN1,
    output logic [6:0] MN_out,
    output logic       decision
    );
    logic [6:0] MN_0_new, MN_1_new;
    logic [6:0] next_MN;
    assign MN_0_new = MN0 + MB0;
    assign MN_1_new = MN1 + MB1;
    always_comb
    begin
        if(MN_0_new < MN_1_new) begin 
            decision = '0;
            next_MN = MN_0_new;
        end
        else begin
            decision = '1;
            next_MN = MN_1_new;
        end
    end
    always_ff @(posedge clk, posedge rst)
    begin
        if(rst)
            MN_out <= '0;
        else if (enable)
            MN_out <= next_MN;
    end
endmodule
`timescale 1ns / 1ps
module state_metric_unit(
    input logic rst,
    input logic clk,
    input logic enable,
    input logic [3:0] branch_metric [0:3],
    output logic [7:0] decision
    );
logic [6:0] state_metric_loopback [0:7];
logic [6:0] state_metric_tmp [0:7];
ACS acs0 (.MB0(branch_metric[0]), .MB1(branch_metric[3]), .MN0(state_metric_loopback[0]), .MN1(state_metric_loopback[1]), .decision(decision[0]), .MN_out(state_metric_tmp[0]), .*);
ACS acs1 (.MB0(branch_metric[1]), .MB1(branch_metric[2]), .MN0(state_metric_loopback[2]), .MN1(state_metric_loopback[3]), .decision(decision[1]), .MN_out(state_metric_tmp[1]), .*);
ACS acs2 (.MB0(branch_metric[2]), .MB1(branch_metric[1]), .MN0(state_metric_loopback[4]), .MN1(state_metric_loopback[5]), .decision(decision[2]), .MN_out(state_metric_tmp[2]), .*);
ACS acs3 (.MB0(branch_metric[3]), .MB1(branch_metric[0]), .MN0(state_metric_loopback[6]), .MN1(state_metric_loopback[7]), .decision(decision[3]), .MN_out(state_metric_tmp[3]), .*);
ACS acs4 (.MB0(branch_metric[3]), .MB1(branch_metric[0]), .MN0(state_metric_loopback[0]), .MN1(state_metric_loopback[1]), .decision(decision[4]), .MN_out(state_metric_tmp[4]), .*);
ACS acs5 (.MB0(branch_metric[2]), .MB1(branch_metric[1]), .MN0(state_metric_loopback[2]), .MN1(state_metric_loopback[3]), .decision(decision[5]), .MN_out(state_metric_tmp[5]), .*);
ACS acs6 (.MB0(branch_metric[1]), .MB1(branch_metric[2]), .MN0(state_metric_loopback[4]), .MN1(state_metric_loopback[5]), .decision(decision[6]), .MN_out(state_metric_tmp[6]), .*);
ACS acs7 (.MB0(branch_metric[0]), .MB1(branch_metric[3]), .MN0(state_metric_loopback[6]), .MN1(state_metric_loopback[7]), .decision(decision[7]), .MN_out(state_metric_tmp[7]), .*);
assign state_metric_loopback[0][5:0] = state_metric_tmp[0][5:0];
assign state_metric_loopback[1][5:0] = state_metric_tmp[1][5:0];
assign state_metric_loopback[2][5:0] = state_metric_tmp[2][5:0];
assign state_metric_loopback[3][5:0] = state_metric_tmp[3][5:0];
assign state_metric_loopback[4][5:0] = state_metric_tmp[4][5:0];
assign state_metric_loopback[5][5:0] = state_metric_tmp[5][5:0];
assign state_metric_loopback[6][5:0] = state_metric_tmp[6][5:0];
assign state_metric_loopback[7][5:0] = state_metric_tmp[7][5:0];
always_comb
begin
    if(state_metric_tmp[0][6]&state_metric_tmp[1][6]&state_metric_tmp[2][6]&state_metric_tmp[3][6]&state_metric_tmp[4][6]&state_metric_tmp[5][6]&state_metric_tmp[6][6]&state_metric_tmp[7][6])
    begin
        state_metric_loopback[0][6] <= '0;
        state_metric_loopback[1][6] <= '0;
        state_metric_loopback[2][6] <= '0;
        state_metric_loopback[3][6] <= '0;
        state_metric_loopback[4][6] <= '0;
        state_metric_loopback[5][6] <= '0;
        state_metric_loopback[6][6] <= '0;
        state_metric_loopback[7][6] <= '0;
    end
    else
    begin
        state_metric_loopback[0][6] <= state_metric_tmp[0][6];
        state_metric_loopback[1][6] <= state_metric_tmp[1][6];
        state_metric_loopback[2][6] <= state_metric_tmp[2][6];
        state_metric_loopback[3][6] <= state_metric_tmp[3][6];
        state_metric_loopback[4][6] <= state_metric_tmp[4][6];
        state_metric_loopback[5][6] <= state_metric_tmp[5][6];
        state_metric_loopback[6][6] <= state_metric_tmp[6][6];
        state_metric_loopback[7][6] <= state_metric_tmp[7][6];
    end
end
endmodule
==> flow/run.sh <==
#!/bin/bash
# OpenROAD 26Q1-2900-gdf79404cd8, Yosys 0.63+post, stock flow scripts
make -C /OpenROAD-flow-scripts/flow DESIGN_CONFIG=/design/flow/config.mk WORK_HOME=/design/flow/orfs finish
==> flow/config.mk <==
export PLATFORM = sky130hd
export DESIGN_NAME = state_metric_unit
export DESIGN_NICKNAME = state_metric_unit
export VERILOG_FILES = /design/flow/design.v
export SDC_FILE = /design/flow/constraint.sdc
export NUM_CORES = 4
export LEC_CHECK = 1
export CORE_UTILIZATION = 50
export SYNTH_HDL_FRONTEND = slang
==> flow/constraint.sdc <==
current_design state_metric_unit

set clk_period 6.3
set clk_io_pct 0.2

create_clock -name clk0 -period $clk_period [get_ports {clk}]

set non_clock_inputs [all_inputs -no_clocks]
set_input_delay [expr $clk_period * $clk_io_pct] -clock clk0 $non_clock_inputs
set_output_delay [expr $clk_period * $clk_io_pct] -clock clk0 [all_outputs]
==> flow_summary.toml <==
# synthesis and place-and-route metrics
[logic_synthesis]
synth_flops = 56
syn_avg_cell_area_sq_um = 8.80
syn_inst = 749
ys_seq_share = 0.213
yosys-stat-cells = 749
netlist_area_sq_mm = 0.00659
yosysChipArea_sq_mm = 0.00659
yosysUniqueCellTypes = 36
yosysWarningCount = 0

[drt]
wl_per_cell_microns = 17.0
drt_pass1_iterations = 5
antenna_cells = 0
first_iter_violations = 299
routed_wirelength_mm = 15.8
vias = 5153
vias_per_cell = 5.53
detail-route-antenna-nets = 0
drc = 0

[final_timing]
worstMarginPinSlew_ns = 0.775
setup_viol = 0
skew_ns = 0.00556
maxSlewViolCount = 0
period_used_share = 0.914
finalSetupTns_ns = 0
fmax_mhz = 174
hold_viol = 0
slew_headroom = 0.483
finalCriticalPeriod_ns = 5.76
hold_ws_ns = 0.540
grt_setup_unrepaired = "false"

[placement]
place_hpwl_mm = 12.4
port_buffers = 26
gp_congestion = 0.901
placed_cell_area_sq_mm = 0.00696

[hold_path]
worstHoldPathCells = 2
hp-class = "register to register"

[worst_setup_path]
cp_slowest_cell = "clkdlybuf4s50_1"
max_stage_delay_ns = 0.66
start_kind = "input pin"
cp-end-kind = "output port"
cp_max_fo = 8
critical_path_class = "input pin to output port"
cp.required_ns = 5.04
cp.arrival_ns = 4.50
crit_top_cell = "a21oi_1"
worstRegToRegCells = 13
crit_chain = "clkdlybuf4s50_1, fa_1, a21o_1, a21oi_1, xor2_1, ha_1, a21o_1, a21oi_1, o21ai_1, a21oi_1, inv_1, clkdlybuf4s50_1"

[floorplanning]
fp_util = 0.518
die_w_microns = 117
die-area_sq_mm = 0.0136
core-area_sq_mm = 0.0127
fp-row-count = 41
die_h_microns = 117
ios = 27

[final_layout]
final_area_sq_mm = 0.00709
regArea_sq_mm = 0.00140
syn_to_final_growth_pct = 7.69
logic_area_sq_mm = 0.00487
drive_gt1_frac = 0.0527
fillers = 1165

[job]
drv_cap = 0
warnings = 25

[clock_network]
cts_resized = 0
cts.sinks = 56
cts-buffers-inserted = 5
hold_buffers = 0
post_cts_buffers = 0
clkTransAtPathRegs_ns = 0.08
clk_latency_ns = 0.31
cts_root_buf = "clkbuf_16"
cts_tree = "done"
htree_levels = 2
clock_path_buffers = 2

[grt]
antenna_found_initial = 0
grt_util_all_layers = 0.260
overflow = 0
grt_pass1_wl_mm = 26.0
grt_max_degree = 69
grt_pass1_vias = 4969

[status]
status = "finished, final reports clean"
## logic make-up after synthesis
group | Yosys count | synth area share
compound gates | 166 | 0.158
xor+xnor | 80 | 0.106
fa+ha+maj | 128 | 0.261
flops | 56 | 0.213
simple gates | 208 | 0.148
mux | 42 | 0.0653
buf+inv | 69 | 0.0479
## cell usage after synthesis, drive strengths merged
master	instances	share of area
a21o	42	0.048
a21oi	75	0.059
a221o	1	0.0015
a2bb2oi	1	0.0013
a31oi	5	0.0047
and2	20	0.019
and3	1	0.00095
and4	1	0.0013
buf	23	0.022
clkbuf	11	0.0063
dfrtp	56	0.21
fa	16	0.049
ha	112	0.21
inv	35	0.020
mux2	8	0.014
mux2i	34	0.052
nand2	50	0.028
nand2b	4	0.0038
nand3	41	0.032
nand4	13	0.012
nor2	63	0.036
nor2b	4	0.0038
nor3b	1	0.0011
o211ai	3	0.0034
o21ai	15	0.011
o21bai	3	0.0034
o2bb2ai	1	0.0013
o31a	9	0.012
o31ai	11	0.013
or2	10	0.0095
xnor2	54	0.072
xor2	26	0.035
## worst max-delay path, delay by kind of cell
kind | cells | cell delay [ns]
AOI/OAI and AO/OA | 6 | 1.02
xor gates and xnor gates | 1 | 0.24
adders and majority gates | 2 | 0.86
buffers and inverters | 3 | 1.11
## cell type report
class / count / share of cell area
Inverter: 35 / 0.0185
Clock inverter: 2 / 0.00176
Multi-Input combinational cell: 624 / 0.687
Sequential cell: 56 / 0.198
Clock buffer: 5 / 0.0176
Timing Repair Buffer: 37 / 0.0476
Tap cell: 172 / 0.0303
## registers in the layout, indices dropped and copies added, names as in the netlist
signal,count
acs4.MN_out,7
acs1.MN_out,7
acs7.MN_out,7
acs3.MN_out,7
acs0.MN_out,7
acs2.MN_out,7
acs5.MN_out,7
acs6.MN_out,7
## cells in the final DEF, fill, tap and decap left out, drive strengths merged, types with 25 or more instances in the layout
cell type / synthesis / final
nand3: 41 / 41
nor2: 63 / 63
clkdlybuf4s50: 0 / 25
inv: 35 / 35
xnor2: 54 / 54
dfrtp: 56 / 56
nand2: 50 / 50
a21o: 42 / 42
ha: 112 / 112
mux2i: 34 / 34
xor2: 26 / 26
a21oi: 75 / 75
## layer usage
metal	global-route usage	up-vias	routed length, microns	share of wire
met4	0.0219	0	159	0.010
met5	0	-	0	0
li1	-	2663	-	-
met1	0.409	2375	8010	0.51
met2	0.391	102	6700	0.42
met3	0.0593	13	943	0.060
## final timing paths
kind	start	slack, ns	endpoint
max	branch_metric[13]	0.54	decision[4]
min reg2reg	acs7.MN_out[6]	0.54	acs7.MN_out[6]
min	acs7.MN_out[6]	0.54	acs7.MN_out[6]
min in group asynchronous	rst	1.48	acs0.MN_out[4]
max in group asynchronous	rst	4.30	acs5.MN_out[1]
max reg2reg	acs3.MN_out[0]	2.89	acs1.MN_out[5]
## through the flow
| step | worst slack, ns | cells | util |
|---|---|---|---|
| 6_report | 0.545 | 931 | 0.558 |
| 5_1_grt | 0.317 | 931 | 0.558 |
| 4_1_cts | 0.541 | 931 | 0.558 |
| 3_5_place_dp | 0.571 | 924 | 0.547 |
| 3_3_place_gp | 0.619 | 924 | 0.547 |
| 2_1_floorplan | 1.52 | 749 | - |
