==> /design/flow/design.v <==
`timescale 1ns / 1ps
module survivor_path
    (input  logic         rst,
     input  logic         clk,
     input  logic         enable,
     input  logic [7 : 0] data_in,
     output logic [7 : 0] data_out);
logic [7:0] st0_out, st1_out, st2_out, st3_out, st4_out, st5_out, st6_out, st7_out, st8_out, st9_out, st10_out, st11_out, st12_out, st13_out, st14_out, st15_out, st16_out, st17_out, st18_out, st19_out;
survivor_path_stage stage_0(.data_in(data_in),   .decision(data_in), .data_out(st0_out), .*);
survivor_path_stage stage_1(.data_in(st0_out),   .decision(data_in), .data_out(st1_out), .*);
survivor_path_stage stage_2(.data_in(st1_out),   .decision(data_in), .data_out(st2_out), .*);
survivor_path_stage stage_3(.data_in(st2_out),   .decision(data_in), .data_out(st3_out), .*);
survivor_path_stage stage_4(.data_in(st3_out),   .decision(data_in), .data_out(st4_out), .*);
survivor_path_stage stage_5(.data_in(st4_out),   .decision(data_in), .data_out(st5_out), .*);
survivor_path_stage stage_6(.data_in(st5_out),   .decision(data_in), .data_out(st6_out), .*);
survivor_path_stage stage_7(.data_in(st6_out),   .decision(data_in), .data_out(st7_out), .*);
survivor_path_stage stage_8(.data_in(st7_out),   .decision(data_in), .data_out(st8_out), .*);
survivor_path_stage stage_9(.data_in(st8_out),   .decision(data_in), .data_out(st9_out), .*);
survivor_path_stage stage_10(.data_in(st9_out),  .decision(data_in), .data_out(st10_out), .*);
survivor_path_stage stage_11(.data_in(st10_out), .decision(data_in), .data_out(st11_out), .*);
survivor_path_stage stage_12(.data_in(st11_out), .decision(data_in), .data_out(st12_out), .*);
survivor_path_stage stage_13(.data_in(st12_out), .decision(data_in), .data_out(st13_out), .*);
survivor_path_stage stage_14(.data_in(st13_out), .decision(data_in), .data_out(st14_out), .*);
survivor_path_stage stage_15(.data_in(st14_out), .decision(data_in), .data_out(st15_out), .*);
survivor_path_stage stage_16(.data_in(st15_out), .decision(data_in), .data_out(st16_out), .*);
survivor_path_stage stage_17(.data_in(st16_out), .decision(data_in), .data_out(st17_out), .*);
survivor_path_stage stage_18(.data_in(st17_out), .decision(data_in), .data_out(st18_out), .*);
survivor_path_stage stage_19(.data_in(st18_out), .decision(data_in), .data_out(data_out), .*);
endmodule
`timescale 1ns / 1ps
module survivor_path_stage
    (input  logic         rst,
     input  logic         clk,
     input  logic         enable,
     input  logic [7 : 0] data_in,
     input  logic [7 : 0] decision,
     output logic [7 : 0] data_out);
	logic [7:0] reg_data;
	always_ff @(posedge clk, posedge rst)
	begin
		if(rst)
			reg_data <= '0;
		else if(enable)
			reg_data <= data_in;
	end
	always_comb
	begin
		if(decision[0] == '0)
			data_out[0] <= reg_data[0];
		else
			data_out[0] <= reg_data[1];
		if(decision[1] == '0)
			data_out[1] <= reg_data[2];
		else
			data_out[1] <= reg_data[3];
		if(decision[2] == '0)
			data_out[2] <= reg_data[4];
		else
			data_out[2] <= reg_data[5];
		if(decision[3] == '0)
			data_out[3] <= reg_data[6];
		else
			data_out[3] <= reg_data[7];
		if(decision[4] == '0)
			data_out[4] <= reg_data[0];
		else
			data_out[4] <= reg_data[1];
		if(decision[5] == '0)
			data_out[5] <= reg_data[2];
		else
			data_out[5] <= reg_data[3];
		if(decision[6] == '0)
			data_out[6] <= reg_data[4];
		else
			data_out[6] <= reg_data[5];
		if(decision[7] == '0)
			data_out[7] <= reg_data[6];
		else
			data_out[7] <= reg_data[7];
	end
endmodule
==> /design/flow/run.sh <==
#!/bin/bash
# OpenROAD 26Q1-2900-gdf79404cd8, Yosys 0.63+post, stock flow scripts
make -C /OpenROAD-flow-scripts/flow DESIGN_CONFIG=/design/flow/config.mk WORK_HOME=/design/flow/orfs finish
==> /design/flow/config.mk <==
export PLATFORM = sky130hd
export DESIGN_NAME = survivor_path
export DESIGN_NICKNAME = survivor_path
export VERILOG_FILES = /design/flow/design.v
export SDC_FILE = /design/flow/constraint.sdc
export NUM_CORES = 4
export LEC_CHECK = 1
export CORE_UTILIZATION = 40
export SYNTH_HDL_FRONTEND = slang
==> /design/flow/constraint.sdc <==
current_design survivor_path

set clk_period 1.0
set clk_io_pct 0.2

create_clock -name clk0 -period $clk_period [get_ports {clk}]

set non_clock_inputs [all_inputs -no_clocks]
set_input_delay [expr $clk_period * $clk_io_pct] -clock clk0 $non_clock_inputs
set_output_delay [expr $clk_period * $clk_io_pct] -clock clk0 [all_outputs]
==> node_exporter_impl.prom <==
# HELP chip_impl_metric Flow report values
# TYPE chip_impl_metric gauge
chip_impl_metric{name="instances_no_fill",unit=""} 1015
chip_impl_metric{name="power.combinational.fraction",unit="%"} 21.4
chip_impl_info{name="worst_path_dominant_cell_family",value="flip-flops"} 1
chip_impl_info{name="startpoint",value="stage_19.reg_data[2]$_DFFE_PP0P_"} 1
chip_impl_metric{name="core.rowCount",unit=""} 50
chip_impl_metric{name="finalWorstSetupSlack",unit="ns"} -0.514
chip_impl_metric{name="vias",unit=""} 5067
chip_impl_metric{name="worst-slew-pin-transition",unit="ns"} 0.253
chip_impl_metric{name="clockPowerShare",unit="%"} 32.2
chip_impl_metric{name="die_height",unit="microns"} 142
chip_impl_metric{name="period_used_share",unit="%"} 151
chip_impl_metric{name="fill_cells",unit=""} 1589
chip_impl_metric{name="period_minus_slack",unit="ns"} 1.51
chip_impl_metric{name="drt_iter0_drc",unit=""} 250
chip_impl_metric{name="drt-vias-per-instance",unit=""} 4.99
chip_impl_metric{name="ys_area",unit="sq mm"} 0.00781
chip_impl_info{name="cts_tree",value="done"} 1
chip_impl_metric{name="int_power",unit="W"} 0.0138
chip_impl_info{name="hold_class",value="in -> reg"} 1
chip_impl_metric{name="io-pin-count",unit=""} 19
chip_impl_metric{name="fp_util",unit="%"} 41.3
chip_impl_metric{name="postSynthAreaPerCell",unit="sq um"} 11.4
chip_impl_metric{name="stdcell_area",unit="sq mm"} 0.00956
chip_impl_metric{name="seq_power_share",unit="%"} 46.5
chip_impl_metric{name="dp_cells",unit=""} 958
chip_impl_metric{name="cts_max_path_buffers",unit=""} 2
chip_impl_info{name="worstReg2RegStart",value="stage_19.reg_data[6]$_DFFE_PP0P_"} 1
chip_impl_metric{name="tritoncts.num_buffers",unit=""} 17
chip_impl_metric{name="layout-drive-gt1-share",unit="%"} 30.9
chip_impl_metric{name="clock_latency",unit="ns"} 0.42
chip_impl_metric{name="critPathRequiredTime",unit="ns"} 0.80
chip_impl_metric{name="report.final.slew_viol_count",unit=""} 0
chip_impl_metric{name="place.port_buffers",unit=""} 18
chip_impl_metric{name="grt_use_met1",unit="%"} 29.5
chip_impl_metric{name="grt_pass1_wl",unit="microns"} 27900
chip_impl_metric{name="power.static_leakage",unit="nW"} 4.08
chip_impl_metric{name="grt_overall_usage",unit="%"} 18.8
chip_impl_metric{name="number_of_hold_buffers_added_after_cts",unit=""} 0
chip_impl_metric{name="dieWidth",unit="microns"} 142
chip_impl_metric{name="hold-worst-slack",unit="ns"} 0.136
chip_impl_metric{name="antenna_cells",unit=""} 0
chip_impl_metric{name="post_synthesis_cell_count_from_yosys",unit=""} 684
chip_impl_metric{name="antenna_found_initial",unit=""} 0
chip_impl_metric{name="finish.utilization",unit="%"} 50.6
chip_impl_metric{name="part_of_the_yosys_area_used_for_sequential_elements",unit="%"} 51.3
chip_impl_metric{name="clk_transition_reported_paths",unit="ns"} 0.06
chip_impl_metric{name="pwr_density_cell",unit="mW/mm^2"} 2030
chip_impl_info{name="grt_busiest_layer",value="met1"} 1
chip_impl_metric{name="mux_share",unit="%"} 21.8
chip_impl_metric{name="ys.flops",unit=""} 160
chip_impl_metric{name="synthesis.area",unit="sq mm"} 0.00781
chip_impl_metric{name="switching_share",unit="%"} 29.0
chip_impl_metric{name="path_buffers",unit=""} 2
chip_impl_metric{name="antenna_left",unit=""} 0
chip_impl_metric{name="routabilityCongestion",unit=""} 0.779
chip_impl_metric{name="max-slew-margin-rel",unit="%"} 82.7
chip_impl_metric{name="finalSetupViolations",unit=""} 8
chip_impl_metric{name="final_worst_clock_skew",unit="ns"} 0.00499
chip_impl_metric{name="grt_pass1_vias",unit=""} 5148
chip_impl_metric{name="globalRouteOverflowTotal",unit=""} 0
chip_impl_metric{name="synth-simple-area-share",unit="%"} 7.30
chip_impl_metric{name="fp.coreArea",unit="sq mm"} 0.0189
chip_impl_info{name="synthTopCellsByArea",value="dfrtp_1, mux2i_1, a21oi_2"} 1
chip_impl_metric{name="crit_path_max_incr_delay",unit="ns"} 0.38
chip_impl_metric{name="syn_inst",unit=""} 684
chip_impl_metric{name="finalHoldViolations",unit=""} 0
chip_impl_metric{name="ys_sh_adder",unit="%"} 0
chip_impl_metric{name="cell_variety_after_synth",unit=""} 11
chip_impl_info{name="worstSetupEndpointType",value="primary output"} 1
chip_impl_info{name="worstSetupPathType",value="reg -> out"} 1
chip_impl_metric{name="area.growth.synth_to_final",unit="%"} 22.3
chip_impl_metric{name="drv.max_cap_violation_count",unit=""} 0
chip_impl_info{name="cpMaxStageDelayCell",value="dfrtp_1"} 1
chip_impl_metric{name="number_of_warnings_in_the_stage_logs",unit=""} 28
chip_impl_metric{name="number_of_h_tree_levels",unit=""} 4
chip_impl_metric{name="yosysWarnings",unit=""} 0
chip_impl_metric{name="total_switching_power",unit="W"} 0.00563
chip_impl_info{name="launch_instance_of_the_worst_min_delay_path",value="enable"} 1
chip_impl_metric{name="peak_clock_frequency_supported_by_timing",unit="GHz"} 0.661
chip_impl_metric{name="worstPathArrival",unit="ns"} 1.31
chip_impl_info{name="outcome",value="finished, violations left"} 1
chip_impl_metric{name="post-synth-top-area-fraction",unit="%"} 51.3
chip_impl_metric{name="cts_num_sinks",unit=""} 160
chip_impl_metric{name="pre_antenna_drt_iters",unit=""} 4
chip_impl_metric{name="post-route-drc-count",unit=""} 0
chip_impl_info{name="yosysTopAreaCell",value="dfrtp_1"} 1
chip_impl_metric{name="global_route.usage.met2",unit="%"} 27.8
chip_impl_metric{name="post_detail_place_hpwl",unit="microns"} 10100
chip_impl_metric{name="synth-xor-area-share",unit="%"} 0
chip_impl_metric{name="cp_max_fo",unit=""} 2
chip_impl_info{name="chain_of_cells_forming_the_critical_path",value="buf_4 -> mux2_4 -> buf_2"} 1
chip_impl_metric{name="groute.layer.met3.usage",unit="%"} 5.64
chip_impl_info{name="yosys-dominant-comb-family",value="multiplexers"} 1
chip_impl_metric{name="routed_wire_length_per_instance",unit="microns"} 16.9
chip_impl_metric{name="aoi_share",unit="%"} 14.2
chip_impl_metric{name="vdd.ir_drop.worst",unit="uV"} 1120
chip_impl_metric{name="postRouteWirelength",unit="microns"} 17200
chip_impl_metric{name="dieArea",unit="sq mm"} 0.0201
chip_impl_info{name="violations",value="setup timing"} 1
chip_impl_info{name="worst_setup_path_start_kind",value="flop"} 1
chip_impl_metric{name="dpl_cell_area",unit="sq mm"} 0.00847
chip_impl_metric{name="grt_max_degree",unit=""} 50
chip_impl_info{name="ctsRootBufferMaster",value="clkbuf_16"} 1
chip_impl_info{name="rsz0062_at_grt",value="yes"} 1
-- cells in the mapped netlist, drive strengths merged --
cell type,number
dfrtp,160
mux2,16
mux2i,152
clkbuf,2
nor2,152
a21oi,152
buf,49
inv,1
-- metrics by stage --
step	worst slack, ns	setup TNS (ns)	power, W
global placement	-0.649	-79.11	0.0126
detailed placement	-0.676	-81.45	0.0127
global route	-0.561	-4.07	0.0204
finish	-0.514	-3.68	0.0194
floorplan	-1.23	-196.62	0.0116
CTS	-0.516	-3.97	0.0195
-- worst paths after layout --
check | end | slack (ns) | cells after the start
setup / recovery | data_out[1] | -0.51 | 3
hold / removal | stage_1.reg_data[5]$_DFFE_PP0P_ | 0.14 | 2
setup reg to reg | stage_19.reg_data[6]$_DFFE_PP0P_ | 0.02 | 5
hold reg to reg | stage_18.reg_data[6]$_DFFE_PP0P_ | 0.53 | 2
max in group asynchronous | stage_14.reg_data[4]$_DFFE_PP0P_ | 0.49 | 4
min in group asynchronous | stage_11.reg_data[1]$_DFFE_PP0P_ | 0.19 | 3
-- cell usage in the layout, fill, tap and decap left out, types with 3 or more instances in the layout --
cell type      Yosys  routed
clkbuf_8           0       5
dfrtp_1          160     160
clkinv_2           0       6
buf_6             17      13
mux2i_1          152     143
buf_4             22      28
mux2i_2            0       7
a21oi_1           59      59
clkinvlp_4         0       3
buf_2             10       9
buf_12             0      23
mux2_4             0       8
bufbuf_16          0       6
a21oi_2           93      93
dlygate4sd2_1      0       7
nor2_1           152     151
mux2_2            16       8
clkbuf_16          0      17
-- repair_timing --
item                                    4_1_cts  5_1_grt
resized                                      76        7
cloned                                        6        1
buffers inserted                             16        2
endpoints found under the setup margin      133       27
-- layer usage --
metal | up-vias | wire length [microns]
met5 | - | 0
met4 | 0 | 127
met3 | 8 | 949
met2 | 82 | 7790
met1 | 2471 | 8340
li1 | 2506 | -
-- layout make-up --
type                       instances  area, sq um  share of cell area, %
inverter                           1         7.51                 0.0786
timing repair buffer              90         1170                   12.3
tap                              260          325                   3.40
multi-input combinational        472         3470                   36.3
sequential                       160         4000                   41.9
clock buffer                      22          494                   5.17
clock inverter                    10         83.8                  0.877
-- worst register-to-register path: stages (launching register included) --
cell and delay [ns]:
dfrtp_1 0.39, buf_6 0.12, buf_4 0.12, buf_4 0.13, nor2_4 0.08, a21oi_2 0.03
-- power groups by stage --
stage / registers, W / logic (W) / clock network, W
5_1_grt: 0.00919 / 0.00458 / 0.00668
6_report: 0.00901 / 0.00415 / 0.00623
4_1_cts: 0.00899 / 0.00412 / 0.00638
-- logic make-up after synthesis --
group,count (synthesis)
compound gates,152
simple gates,152
mux,168
buf+inv,52
flops,160
Power is estimated from default activity; no workload was simulated.
